[/design/flow/config.mk]
export PLATFORM = sky130hd
export DESIGN_NAME = syn_fifo
export DESIGN_NICKNAME = syn_fifo
export VERILOG_FILES = /design/flow/design.v
export SDC_FILE = /design/flow/constraint.sdc
export NUM_CORES = 4
export LEC_CHECK = 1
export CORE_UTILIZATION = 40
[/design/flow/constraint.sdc]
current_design syn_fifo

set clk_period 20.0
set clk_io_pct 0.2

create_clock -name clk0 -period $clk_period [get_ports {clk}]

set non_clock_inputs [all_inputs -no_clocks]
set_input_delay [expr $clk_period * $clk_io_pct] -clock clk0 $non_clock_inputs
set_output_delay [expr $clk_period * $clk_io_pct] -clock clk0 [all_outputs]
[/design/flow/design.v]
module ram_dp_ar_aw (
address_0 ,  
data_0    ,  
cs_0      ,  
we_0      ,  
oe_0      ,  
address_1 ,  
data_1    ,  
cs_1      ,  
we_1      ,  
oe_1         
); 
parameter DATA_WIDTH = 8 ;
parameter ADDR_WIDTH = 8 ;
parameter RAM_DEPTH = 1 << ADDR_WIDTH;
input [ADDR_WIDTH-1:0] address_0 ;
input cs_0 ;
input we_0 ;
input oe_0 ; 
input [ADDR_WIDTH-1:0] address_1 ;
input cs_1 ;
input we_1 ;
input oe_1 ; 
inout [DATA_WIDTH-1:0] data_0 ; 
inout [DATA_WIDTH-1:0] data_1 ;
reg [DATA_WIDTH-1:0] data_0_out ; 
reg [DATA_WIDTH-1:0] data_1_out ;
reg [DATA_WIDTH-1:0] mem [0:RAM_DEPTH-1];
always @ (address_0 or cs_0 or we_0 or data_0
or address_1 or cs_1 or we_1 or data_1)
begin : MEM_WRITE
  if ( cs_0 && we_0 ) begin
     mem[address_0] <= data_0;
  end else if  (cs_1 && we_1) begin
     mem[address_1] <= data_1;
  end
end
assign data_0 = (cs_0 && oe_0 && !we_0) ? data_0_out : 8'bz; 
always @ (address_0 or cs_0 or we_1 or oe_0)
begin : MEM_READ_0
  if (cs_0 && !we_0 && oe_0) begin
    data_0_out <= mem[address_0]; 
  end else begin
    data_0_out <= 0; 
  end
end 
assign data_1 = (cs_1 && oe_1 && !we_1) ? data_1_out : 8'bz; 
always @ (address_1 or cs_1 or we_1 or oe_1)
begin : MEM_READ_1
  if (cs_1 && !we_1 && oe_1) begin
    data_1_out <= mem[address_1]; 
  end else begin
    data_1_out <= 0; 
  end
end
endmodule  
module syn_fifo (
clk      ,  
rst      ,  
wr_cs    ,  
rd_cs    ,  
data_in  ,  
rd_en    ,  
wr_en    ,  
data_out ,  
empty    ,  
full        
);    
parameter DATA_WIDTH = 8;
parameter ADDR_WIDTH = 8;
parameter RAM_DEPTH = (1 << ADDR_WIDTH);
input clk ;
input rst ;
input wr_cs ;
input rd_cs ;
input rd_en ;
input wr_en ;
input [DATA_WIDTH-1:0] data_in ;
output full ;
output empty ;
output [DATA_WIDTH-1:0] data_out ;
reg [ADDR_WIDTH-1:0] wr_pointer;
reg [ADDR_WIDTH-1:0] rd_pointer;
reg [ADDR_WIDTH :0] status_cnt;
reg [DATA_WIDTH-1:0] data_out ;
wire [DATA_WIDTH-1:0] data_ram ;
assign full = (status_cnt == (RAM_DEPTH-1));
assign empty = (status_cnt == 0);
always @ (posedge clk or posedge rst)
begin : WRITE_POINTER
  if (rst) 
   begin
    wr_pointer <= 0;
   end 
  else 
   if (wr_cs && wr_en )
    begin
     wr_pointer <= wr_pointer + 1;
    end
end
always @ (posedge clk or posedge rst)
begin : READ_POINTER
  if (rst) begin
    rd_pointer <= 0;
  end 
 else 
  if (rd_cs && rd_en ) 
   begin
    rd_pointer <= rd_pointer + 1;
   end
  end
always  @ (posedge clk or posedge rst)
begin : READ_DATA
  if (rst) 
   begin
    data_out <= 0;
   end 
 else 
  if (rd_cs && rd_en ) 
   begin
    data_out <= data_ram;
   end
  end
always @ (posedge clk or posedge rst)
begin : STATUS_COUNTER
  if (rst) begin
    status_cnt <= 0;
  end else if ((rd_cs && rd_en) && !(wr_cs && wr_en) 
                && (status_cnt != 0)) begin
    status_cnt <= status_cnt - 1;
  end else if ((wr_cs && wr_en) && !(rd_cs && rd_en) 
               && (status_cnt != RAM_DEPTH)) begin
    status_cnt <= status_cnt + 1;
  end
end 
ram_dp_ar_aw #(DATA_WIDTH,ADDR_WIDTH)DP_RAM (
.address_0 (wr_pointer) ,  
.data_0    (data_in)    ,  
.cs_0      (wr_cs)      ,  
.we_0      (wr_en)      ,  
.oe_0      (1'b0)       ,  
.address_1 (rd_pointer) ,  
.data_1    (data_ram)   ,  
.cs_1      (rd_cs)      ,  
.we_1      (1'b0)       ,  
.oe_1      (rd_en)         
);     
endmodule
[/design/flow/run.sh]
#!/bin/bash
# OpenROAD 26Q1-2900-gdf79404cd8, Yosys 0.63+post, stock flow scripts
make -C /OpenROAD-flow-scripts/flow DESIGN_CONFIG=/design/flow/config.mk WORK_HOME=/design/flow/orfs finish
==> Table 3: Implementation characteristics <==
Implementation parameters

Parameter                              Value

Status
  Outcome    stopped before the end
  Stage where the flow stopped    1_2_yosys
  Error that stopped the run    ERROR: Found 8 problems in 'check -assert'.

Logic synthesis
  Total cells reported by yosys after synthesis    5491
  Post-synth ARST share    0.0159
  Number of enable flip-flop cells    0
  Distinct lib cells used    86
  Main synth FF type    dlxtn_1
  YS warnings    5
  Number of storage elements in the synthesis netlist    2081
  Post-synthesis chip area from yosys    52300 µm²
kinds of logic after synthesis:
group,synth area share
latches,0.587
AND/OR/NAND/NOR,0.143
AND-OR/OR-AND,0.186
buffers and inverters,0.0401
multiplexers,0.0187
flip-flops,0.0158
XOR/XNOR,0.00385
adder cells (fa/ha/maj),0.00397
other,0.0000717
Yosys cell counts, types with 55 or more instances:
library cell  count  share of area
a21oi_1         108          0.010
a22o_1           89          0.015
a22oi_1         391          0.056
a31oi_1          55         0.0066
a32oi_1         165          0.028
buf_1            67         0.0048
buf_2            68         0.0065
clkbuf_1        287          0.021
dlxtn_1        2048           0.59
nand2_1         461          0.033
nand3_1         317          0.030
nand4_1         113          0.014
nor2_1          197          0.014
nor3_1           86         0.0082
nor4_1           64         0.0077
o21ai_0         135          0.013
o22ai_1         108          0.013
