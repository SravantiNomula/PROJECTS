**./run.sh**
```bash
#!/bin/bash
# OpenROAD 26Q1-2900-gdf79404cd8, Yosys 0.63+post, stock flow scripts
make -C /OpenROAD-flow-scripts/flow DESIGN_CONFIG=/design/flow/config.mk WORK_HOME=/design/flow/orfs finish
```
**./config.mk**
```make
export PLATFORM = sky130hd
export DESIGN_NAME = ArbPriorityRR
export DESIGN_NICKNAME = ArbPriorityRR
export VERILOG_FILES = /design/flow/design.v
export SDC_FILE = /design/flow/constraint.sdc
export NUM_CORES = 4
export LEC_CHECK = 1
export CORE_AREA = 10 10 70 70
export DIE_AREA = 0 0 80 80
```
**./constraint.sdc**
```tcl
current_design ArbPriorityRR

set clk_period 1.3
set clk_io_pct 0.2

create_clock -name clk0 -period $clk_period [get_ports {clk}]

set non_clock_inputs [all_inputs -no_clocks]
set_input_delay [expr $clk_period * $clk_io_pct] -clock clk0 $non_clock_inputs
set_output_delay [expr $clk_period * $clk_io_pct] -clock clk0 [all_outputs]
```
**./design.v**
```verilog
module ArbPriorityRR (clk,  rst_n,  req,  grant);
  parameter REQ_NUM    = 4;
  parameter COUNTER_W  = clog2(REQ_NUM);
  input  clk;
  input  rst_n;
  input  [REQ_NUM-1:0] req;
  output reg [REQ_NUM-1:0] grant;
  reg [COUNTER_W-1:0] rrCounter;
  wire incCounter;
  wire [REQ_NUM-1:0] prioritySel;
  wire [REQ_NUM*REQ_NUM-1:0] reqOut;
  wire [REQ_NUM*REQ_NUM-1:0] reqOutVector;
  wire noGrant;
  wire [REQ_NUM-1:0] nextGrant;
  assign noGrant = ~|grant[REQ_NUM-1:0];
  assign incCounter = (~|req[REQ_NUM-1:0]) | |(~req[REQ_NUM-1:0] & grant[REQ_NUM-1:0]);
  always @ (posedge clk, negedge rst_n) begin
    if (~rst_n)
	    rrCounter[COUNTER_W-1:0] <= {COUNTER_W{1'b0}};
	  else if (incCounter) begin
	    if (rrCounter[COUNTER_W-1:0] == REQ_NUM-1)
	      rrCounter[COUNTER_W-1:0] <= {COUNTER_W{1'b0}};
      else
	      rrCounter[COUNTER_W-1:0] <= rrCounter[COUNTER_W-1:0] + 1'b1;
    end
  end
  generate
    genvar i;
	  for (i = 0; i < REQ_NUM; i=i+1) begin: uPrioritySel
      assign prioritySel[i]    = (rrCounter[COUNTER_W-1:0] == i);
	  end  
  endgenerate
  priorityLogic #(.REQ_NUM(REQ_NUM)) priorityLogic0 (
       .Sel(prioritySel[0]),
       .reqIn(req[REQ_NUM-1:0]),
       .reqOut(reqOut[REQ_NUM-1:0])
       );
  generate
    genvar j;
	  for (j = 1; j < REQ_NUM; j=j+1) begin: uPResult
      priorityLogic #(.REQ_NUM(REQ_NUM)) priorityLogic (
       .Sel(prioritySel[j]),
       .reqIn({req[j-1:0], req[REQ_NUM-1:j]}),
       .reqOut(reqOut[REQ_NUM*(j+1)-1:j*REQ_NUM])
       );
	  end  
  endgenerate
  generate
    genvar x;
    assign reqOutVector[REQ_NUM-1:0] = reqOut[REQ_NUM-1:0];
	  for (x = 1; x < REQ_NUM; x=x+1) begin: reOrderBit
	    assign reqOutVector[REQ_NUM*(x+1)-1:x*REQ_NUM] = {reqOut[REQ_NUM*(x+1)-1-x:x*REQ_NUM], reqOut[REQ_NUM*(x+1)-1:REQ_NUM*(x+1)-x]};
	  end
  endgenerate
  generate
    genvar y;
    for (y = 0; y < REQ_NUM; y = y +1) begin: nextGrantGen
      assign nextGrant[y] = orOut(reqOutVector[REQ_NUM*REQ_NUM-1:0],y);
    end
  endgenerate
  always @ (posedge clk, negedge rst_n) begin
    if (~rst_n)
      grant[REQ_NUM-1:0] <= {REQ_NUM{1'b0}};
    else if (noGrant)
      grant[REQ_NUM-1:0] <= nextGrant[REQ_NUM-1:0];
    else
      grant[REQ_NUM-1:0] <= nextGrant[REQ_NUM-1:0] & grant[REQ_NUM-1:0];
  end
  function orOut;
   input [REQ_NUM*REQ_NUM-1:0] orIn;
   input integer index;
	 integer i1;
    begin
		  orOut = 1'b0;
      for (i1 = 0; i1 < REQ_NUM; i1 = i1 + 1) begin
          orOut = orOut | orIn[index+i1*REQ_NUM];
      end
    end
  endfunction
  function integer clog2; 
   input integer value;
	 integer ii;
    begin
      clog2 = 0; 
      for(ii = 0; 2**ii < value; ii = ii+1) begin
        clog2 = ii + 1; 
      end
    end      
  endfunction
endmodule  
module priorityLogic (Sel, reqIn, reqOut);
  parameter REQ_NUM    = 2;
  input Sel;
  input [REQ_NUM-1:0] reqIn;
  output wire [REQ_NUM-1:0] reqOut;
  assign reqOut[0] = Sel? reqIn[0]: 1'b0;
  generate
    genvar k;
    for (k=1; k < REQ_NUM; k = k + 1) begin: uPLogic
      assign reqOut[k] = Sel? (reqIn[k] & ~|reqIn[k-1:0]): 1'b0;
    end
  endgenerate
endmodule
```
==> deck_impl_summary.md <==
Run Summary

Route
  – Via count: 370
  – DRT Pass-1 Iters: 2
  – Post-DRT Antenna Nets: 0
  – Aggregate routed wire length: 1080 um
  – Post-route DRC: 0
  – Via-to-Cell Ratio: 3.39
  – WL/cell: 9.87 um
  – DRT iter0 DRCs: 30
  – Ant. Diodes: 0

STA
  – Final hold viol count: 0
  – Max Clock Skew: 0.000965 ns
  – Hold Slack: 0.259 ns
  – Period Utilization, post-route: 99.2%
  – Fmax: 0.775 GHz
  – Finish-stage setup viols: 0
  – Slew Viols, Final: 0
  – TNS Setup: 0 ns
  – Fin crit period: 1.29 ns
  – Setup slack after layout: 0.0104 ns
  – Slew @ Worst Pin: 0.298 ns
  – Max-slew headroom: 80.1%
  – RSZ-0062 raised after global routing: true

Critical path
  – FF-to-FF Start: grant[1]
  – Worst setup SP type: register
  – Worst setup path startpoint: grant[1]
  – R2R Setup Slk: 0.01 ns
  – Setup CP Type: register to register
  – Crit-path max FO: 2
  – CP cell instances: inv_1 -> o22ai_2 -> a211oi_2 -> mux2_4
  – Cell family with most CP delay: flip-flops
  – Critical path's slowest cell: dfrtp_1
  – Crit-path max cell delay: 0.38 ns
  – WP buf/inv: 1
  – Data required, critical path: 1.42 ns
  – Crit end category: register
  – Worst EP arrival: 1.41 ns

Flow run
  – Number of OpenROAD warnings: 30
  – MaxCap Viol Count: 0

Cells and area
  – Comb area: 256 um2
  – # fillers: 371
  – Share of cells above drive strength 1: 44.4%
  – Area growth from synthesis to layout: 81.1%
  – Final core occ: 20.0%
  – Sequential cell area: 151 um2

GRT
  – Vias in the first global route: 423
  – Tot GR Track Use: 3.35%
  – Initial antenna violation count: 0
  – First-pass GRT wire length: 1820 um
  – Total congestion overflow: 0
  – Pin count of the biggest net entering global routing: 7

Synth
  – Yosys cell count: 39
  – EDFF count, synth: 0
  – Chip Area, Yosys: 378 um2
  – Complex Gates by Area: 26.5%
  – Syn Std Cell Area: 378 um2
  – Synth Seq Share: 39.7%
  – Mux area share: 5.96%
  – Cell Type Count: 12
  – Top cells by count: 6 x dfrtp_1, 6 x inv_1, 5 x nor2_1
  – Yosys warnings: 1
  – Adder share: 13.2%
  – Yosys xor share: 0%
  – Asr flop ratio synth: 100%
  – Main flop type: dfrtp_1
  – Area leader share: 39.7%
  – Main area contributors: dfrtp_1 40%, ha_1 13%, o211a_1 11%, inv_1 6.0%, mux2_2 6.0%
  – Cell count after synthesis: 39
  – Dominant comb cell: AND-OR/OR-AND gates
  – Yosys simple share: 8.61%
  – Yosys top cell by area: dfrtp_1
  – Post-synth regs: 6
  – Mean Syn Cell Area: 9.69 um2

Die
  – Die Wd: 80 um
  – Die Y: 80 um
  – Pre-Place Util: 11.1%
  – Die area: 6400 um2
  – # IOs: 10
  – Core Area: 3420 um2
  – Placement Rows: 21

Clock network
  – Post-CTS Hold Buffers: 0
  – CTS tree: built
  – CTS Buffer Depth: 2
  – H-tree Lvls: 1
  – Clock Root Buffer: clkbuf_4
  – Worst-path clk slew: 0.04 ns
  – Num CTS Buffers: 3
  – Clock Latency Late Sink: 0.24 ns
  – Clock Sinks: 6

Run status
  – Status: finished, final reports clean

Pwr
  – Int Pwr: 0.000979 W
  – Cell leakage power: 0.348 nW
  – Worst vdd ir: 0.397 mV
  – Logic gate share of total power: 63.7%
  – Clock Power Share: 10.5%
  – Sw Share: 36.3%
  – P_sw: 0.000559 W
  – Part of the power in registers: 25.8%
  – PwrDens: 2250 nW/um2

Place
  – # port buffers: 9
  – Worst slack, placed: -0.352 ns
  – Post-DP HPWL: 798 um
  – Final Wtd Congestion: 0.803

Min path
  – HP Class: primary input to async pin
cells in the final DEF (no fill, tap or decap):
cell type	n
a211oi_2	1
a21oi_2	3
buf_4	11
buf_6	1
clkbuf_4	3
clkdlybuf4s50_1	1
dfrtp_1	5
dfrtp_2	1
dlygate4sd2_1	8
ha_1	2
ha_2	1
ha_4	1
inv_1	5
inv_2	1
mux2_4	2
nor2_1	5
nor3b_2	1
nor4_2	1
o211a_1	4
o21ai_0	1
o21ai_1	3
o22ai_1	1
o22ai_2	1
state kept, by name, indices dropped and copies added (netlist names):
register,count
grant,4
rrCounter,2
kinds of logic (layout without fill, tap and decap cells):
family,after synthesis,count (layout)
AOI/OAI and AO/OA,14,14
adders and majority gates,4,4
and+or+nand+nor,7,7
muxes,2,2
buffers and inverters,6,30
DFF,6,6
final cells by class:
type / instances / share of cell area, %
clock buffer: 3 / 3.29
multi-input combinational: 27 / 37.5
tap: 46 / 8.41
timing repair buffer: 21 / 25.4
sequential: 6 / 22.1
inverter: 6 / 3.29
path summary, 6_finish.rpt:
| path | to | cells after the start |
|---|---|---|
| min | rrCounter[1] | 1 |
| max | rrCounter[0] | 4 |
| min in group clk0 | grant[2] | 1 |
| min reg2reg | grant[2] | 1 |
| max reg2reg | rrCounter[0] | 4 |
| max in group asynchronous | rrCounter[0] | 1 |
worst reg2reg max path, stage by stage (launching register included):
cell and delay [ns]:
dfrtp_1 0.38, inv_1 0.07, o22ai_2 0.07, a211oi_2 0.31
mux2_4 0.33
metrics by stage:
step                total power [W]  std cells  instance area, um2
CTS                         0.00136        106                 621
global placement            0.00108        100                 571
floorplan                  0.000752         39                 378
detailed placement          0.00109        100                 571
finish                      0.00154        109                 684
global route                0.00168        109                 684
power groups by stage:
| stage | Combinational [W] | Sequential, W | Clock (W) |
|---|---|---|---|
| 4_1_cts | 0.000817 | 0.000377 | 0.000170 |
| 5_1_grt | 0.00108 | 0.000413 | 0.000187 |
| 6_report | 0.000979 | 0.000397 | 0.000162 |
repair_timing:
item | 4_1_cts | 5_1_grt
endpoints found under the setup margin | 6 | 6
pin swaps | 1 | 4
resized | 12 | 14
buffers inserted | 3 | 4
metal layers:
layer  vias up  part of all wire [%]  GRT usage, %
li1        188                     -             -
met1       176                    46          3.84
met2         6                    45          5.46
met3         0                   8.4          1.70
met4         0                     0         0.704
met5         -                     0             0
Power and IR drop assume default switching activity.
