$ cat ./constraint.sdc
current_design apb_slave

set clk_period 18.5
set clk_io_pct 0.2

create_clock -name clk0 -period $clk_period [get_ports {clk}]

set non_clock_inputs [all_inputs -no_clocks]
set_input_delay [expr $clk_period * $clk_io_pct] -clock clk0 $non_clock_inputs
set_output_delay [expr $clk_period * $clk_io_pct] -clock clk0 [all_outputs]
$ cat ./design.v
module apb_slave #(datawidth = 32,
addresswidth = 8) (
input clk,
input rst_n,
input [addresswidth-1:0]paddr,
input [datawidth-1:0] pwdata,
input pwrite,
input psel,
input penable,
 output reg [datawidth-1:0]prdata
);
reg [datawidth-1:0] mem[256];
reg [1:0] state;
reg [1:0] IDLE = 0;
reg [1:0] SETUP = 1;
reg [1:0] WRITE = 2;
reg [1:0] READ = 3;
 reg pready = 0;
always @(posedge clk or negedge rst_n) 
 begin
     if(!rst_n) 
     begin
        prdata <= 0;
        state <= SETUP; 
     end 
     else 
     begin
        case(state)
            SETUP : 
              begin
                  prdata <= 0;
                  if (psel & !penable) 
                   begin
                        if (pwrite) 
                         begin
                              state <= WRITE;
                         end 
                        else 
                          begin
                               state <= READ;
                          end
                     end
              end
             WRITE:
              begin
                   if (psel & penable & pwrite) 
                    begin
                          mem[paddr] <= pwdata; 
                    end
                    state <= SETUP; 
              end
            READ : 
             begin
                  if (psel & penable & !pwrite) 
                   begin
                           prdata <= mem[paddr];
                   end
                   state <= SETUP;
             end
      endcase
   end
end
endmodule
$ cat ./config.mk
export PLATFORM = sky130hd
export DESIGN_NAME = apb_slave
export DESIGN_NICKNAME = apb_slave
export VERILOG_FILES = /design/flow/design.v
export SDC_FILE = /design/flow/constraint.sdc
export NUM_CORES = 4
export LEC_CHECK = 1
export CORE_UTILIZATION = 50
$ cat ./run.sh
#!/bin/bash
# OpenROAD 26Q1-2900-gdf79404cd8, Yosys 0.63+post, stock flow scripts
make -C /OpenROAD-flow-scripts/flow DESIGN_CONFIG=/design/flow/config.mk WORK_HOME=/design/flow/orfs finish
==> out/summary.txt <==
Status = finished with violations
Violated checks = max-capacitance violations, max-slew violations
Critical Path Source Type = primary input
Setup Skew = 0.0891 ns
Via density = 7.01
Post-Route WL = 1290 mm
Wire length per cell = 48.0 um
Reg2reg end = mem[234][27]
Yosys reg bits = 8227
Layout area overhead = 14.9%
Period utilization = 0.513
Ys Warns = 2
CTS tree = done
Number of max-cap violations = 4
Hold depth = 2
Worst Hold Launch = mem[0][31]
Fin crit period = 9.49 ns
Worst Hold End = prdata[31]
I/O pin total = 77
Critical path data required time = 19.59 ns
Latency at later pin = 1.24 ns
# Cells Yosys = 16900
Hold_ws = 0.528 ns
Logic area = 53200 um2
VDD IR max = 0.113 mV
Initial antenna violation count = 138
Num CTS Buffers = 815
Worst setup EP type = register
Yosys Chip Area = 302000 um2
Root Driver = clkbuf_16
Hold Violations, Final = 0
Average size of a mapped cell = 17.9 um2
RSZ-0062 raised after global routing = no
Register area = 247000 um2
Vias in the first global route = 190000
Total number of vias = 188000
GR Overflow Total = 0
Reg2Reg Setup Slack = 13.75 ns
Tightest Hold Check Type = reg2reg
Worst rel slew slack = -0.117
R2R Path Start = state[0]
Die Size = 607000 um2
Post-route ant nets = 0
Setup tns final = 0 ns
Initial Util = 0.502
CTS sink cnt = 8227
# port buffers = 76
WS Path Type = in2reg
Pwr Density = 108 nW/um2
DIE WIDTH = 779 um
Pins Over Slew Limit = 23
Setup bufs post-CTS = 0
PnR worst setup slack = 9.01 ns
Reg clk slew, reported paths = 0.06 ns
CTS Hold Bufs = 0
CP max FO = 40
GP Congestion = 1.11
EDFF count, synth = 8192
Post-Place Worst Slack = 8.34 ns
Post-detail-place hpwl = 856 mm
P_leak = 109 nW
Synthesized instance count = 16900
Fraction of layout cells with a size suffix above 1 = 0.161
Die Y = 779 um
Worst slew pin tran = 1.67 ns
All-Layer GR Usage = 0.476
First-pass GRT wire length = 1690 mm
First-pass iteration count of the detailed router = 8
DR iter-0 viols = 17600
Drt drc = 0
Largest net degree at the start of global routing = 90
Distinct lib cells = 60
Synthesized area = 302000 um2
# rows = 285
Post-synth seq share = 0.817
Core Region = 602000 um2
Worst EP arrival = 10.58 ns
CTS resizes = 0
Final setup viols = 0
Max Fclk = 105 MHz
Reg2Reg Depth = 7
Bufs on Longest Clock Path = 4
Log Warnings = 28
Commonest flop = edfxtp_1
CTS H-tree lvls = 6
FILL cells = 44200
Asr flop ratio synth = 0.00425
-- sequential cells by signal, summed over array words and instances (netlist names) --
name,count
prdata,32
mem,8192
state,3
-- cell usage in the layout, fill, tap and decap left out, drive strengths merged, types with 56 or more instances in the layout --
cell type,count
nand2,352
buf,1383
a22o,435
a22oi,2343
or4,56
clkinv,358
a21oi,330
edfxtp,8192
nor2,291
nor4,197
nor3,291
and3,630
clkbuf,1069
a32oi,65
a221oi,260
a2111oi,210
diode,185
nand4,394
o22ai,309
o21ai,60
a222oi,106
nand3,778
-- synthesized netlist by cell type, types with 196 or more instances --
master       n  share of area
buf_2      266         0.0044
a22oi_1   2343          0.058
a22o_1     435          0.013
nand3_1    778          0.013
nor3_1     291         0.0048
edfxtp_1  8192           0.81
o22ai_1    309         0.0064
nor4_1     196         0.0041
a21oi_1    330         0.0055
a221oi_1   260         0.0075
nand2_1    352         0.0044
clkbuf_1   747         0.0093
nor2_1     277         0.0034
nand4_1    392         0.0081
and3_1     630          0.013
-- per-layer routing --
metal / vias up / global-route usage / routed length [um]
met4: 283 / 0.304 / 114000
li1: 73500 / - / -
met1: 92700 / 0.501 / 344000
met3: 3941 / 0.452 / 286000
met2: 17400 / 0.584 / 528000
met5: - / 0.212 / 14400
-- worst max path at each step --
stage	start	depth (start not counted)	endpoint
global route	paddr[3]	14	prdata[17]
CTS	paddr[3]	14	prdata[17]
finish	paddr[3]	14	prdata[17]
-- stage by stage --
stage / cells / cell area, um2 / power [W] / utilization
2_1_floorplan: 16900 / 302000 / 0.0211 / -
3_3_place_gp: 25100 / 321000 / 0.0219 / 0.534
3_5_place_dp: 25100 / 321000 / 0.0219 / 0.534
4_1_cts: 26600 / 347000 / 0.0375 / 0.576
5_1_grt: 26700 / 347000 / 0.0382 / 0.576
6_report: 26800 / 347000 / 0.0375 / 0.577
-- cell type report --
type,count,share of cell area
Antenna cell,185,0.00133
Multi-Input combinational cell,7451,0.153
Clock buffer,1069,0.0626
Clock inverter,418,0.0102
Tap cell,8036,0.0290
Sequential cell,8227,0.711
Timing Repair Buffer,1418,0.0321
-- power by group --
group / switching (W) / internal, W / leakage (nW)
clock network: 0.00717 / 0.00875 / 12.3
registers: 0.00000103 / 0.0205 / 74.1
logic: 0.000930 / 0.000175 / 22.9
total: 0.00810 / 0.0294 / 109
-- critical path, stage by stage --
cell       delay (ns)
buf_2            0.09
buf_4            0.59
nand4bb_4        0.71
buf_4            0.39
buf_4            0.39
buf_4            0.55
nor2_2           0.22
buf_4            0.24
a22oi_1          0.22
o211ai_1         0.14
nor4_1           1.02
nand3_1          1.22
buf_4            0.49
o41a_1           0.31
-- cells by family after synthesis --
kind of cell | count (synthesis) | share of synthesized area
compound gates | 4295 | 0.108
mux | 8 | 0.000298
flops | 8227 | 0.817
simple gates | 3148 | 0.0576
buf+inv | 1194 | 0.0168
Power figures rest on the tool's default switching activity, not on a simulated workload.
